### run.sh
#!/bin/bash
# OpenROAD 26Q1-2900-gdf79404cd8, Yosys 0.63+post, stock flow scripts
make -C /OpenROAD-flow-scripts/flow DESIGN_CONFIG=/design/flow/config.mk WORK_HOME=/design/flow/orfs finish
### config.mk
export PLATFORM = sky130hd
export DESIGN_NAME = tbr
export DESIGN_NICKNAME = tbr
export VERILOG_FILES = /design/flow/design.v
export SDC_FILE = /design/flow/constraint.sdc
export NUM_CORES = 4
export LEC_CHECK = 1
export CORE_AREA = 10 10 102 102
export DIE_AREA = 0 0 112 112
### constraint.sdc
current_design tbr

set clk_period 1.0
set clk_io_pct 0.2

create_clock -name clk0 -period $clk_period [get_ports {Clk}]

set non_clock_inputs [all_inputs -no_clocks]
set_input_delay [expr $clk_period * $clk_io_pct] -clock clk0 $non_clock_inputs
set_output_delay [expr $clk_period * $clk_io_pct] -clock clk0 [all_outputs]
### design.v
module tbr(output reg [31:0] out, input wire [19:0] TBA, input wire [7:0] tt, input wire enable, Clr, Clk);
	initial
		out[3:0] = 0;
	always @ (posedge Clk, posedge Clr)
		if (Clr) out <= 32'h00000000;  
		else if (enable) begin
			out[31:12] <= TBA;
			out[11:4]  <= tt;
		end
endmodule
==> CHANGELOG.md <==
### Changed

* Number of diodes at 0
* First-pass GRT wire length at just under 5000 um
* Largest net degree at the start of global routing at 29
* Biggest regs: out (28)
* Post-Route Setup TNS at 0 ns
* Chip Area, Yosys at 1180 um2
* DP HPWL at about 2400 um
* Max cap viols at 0
* Post-synth design cell area at 1180 um2
* Worst skew pair latency at ~0.27 ns
* Worst Path Buf+Inv at 1
* Final Util at about 23%
* # Cells Yosys at 65
* Synth Instances at 65
* Row cnt at 33
* Yosys warnings at 1
* Final instance area at 1910 um2
* Clock Tree Buf Depth at 2
* VDD IR-drop max at 0.449 mV
* Worst Path Arrival at 0.79 ns
* DR vias at 769
* Initial DRC count at 20
* Tool warnings at 27
* GRT Util Overall at 4.82%
* Crit path depth at 1
* Fmax at 1010 MHz
* # setup viols final at 0
* Clock transition at path regs at 0.10 ns
* Setup CP Type: reg2out
* IO Count at 63
* Fin crit share at 99.3%
* Top cells, area: dfrtp_1 59%, mux2_4 25%, mux2_2 7.6%, buf_12 3.4%, buf_4 2.5%
* CP Max Fanout at 2
* Fin. Hold Viols at 0
* Pwr Density at 1440 nW/um2
* CTS buffer count at 3
* Critical path startpoint: out[18]
* TritonCTS clock tree: done
* RSZ-0062 raised after global routing: yes
* Startpoint types: flop
* Final ANT Viol Nets at 0
* Top cell area share at between 50 and 60%
* Status: finished, final reports clean
* Antenna violations before repair at 0
* CTS Root Cell: clkbuf_8
* Num Clock Sinks at 28
* Worst Hold Class: in2async
* Post-route DRC at 0
* Worst hold slack at 0.244 ns
* Final min period at 0.993 ns
* Cell taking the most area after synthesis: dfrtp_1
* Final Max Tran Viols at 0
* CP cell instances: buf_2
* Reg2reg start: out[21]
* Setup crit end kind: primary output
* First drt pass iteration count at 2
* Vias in the first global route at 873
* Number of flip-flops in the largest register at 28
* Avg Synthesized Cell Area at 18.2 um2
* Wire per inst at 12.7 um
* IO buf count at 58
* Crit path max-delay family: flip-flops
* Register share after synthesis at 59.4%
* R2R Path End: out[21]
* Final WS setup at 0.00710 ns
* Die Width at 112 um
* Via density per instance at 3.16
* Worst Clk Skew at 0 ns
* Reg2Reg Depth at 3
* Cell Area, Placed at 1910 um2
* Layout cells sized above 1 at 55.1%
* Synth unique cells at 8
* Total congestion overflow at 0
* Static leakage at 0.894 nW
* Top Layout Cells: 29 x clkdlybuf4s50_1, 29 x buf_2, 28 x dfrtp_1, 20 x mux2_4, 10 x buf_4
* CP max stage cell: dfrtp_1
* Worst path required time at 0.80 ns
* Die H at 112 um
* GPL Wtd Cong at 0.722
* Slowest stage delay, CP at 0.40 ns
* Hold_buf cts at 0
* Synth-to-layout area growth at 61.5%
* Biggest register: out
* Fp_density at roughly 14%
* Number of H-tree levels at 1
* Core area at 8220 um2
* Drt total wl at 3080 um
* Die area at 12,500 um2
* FF-to-FF setup slack at 0.007 ns
* Dpl ws at -0.0228 ns
* Synth flops at 28
-- how the worst max path moves through the flow --
stage                      to
final                 out[18]
after global routing  out[21]
after CTS             out[21]
-- report_power, final --
part	internal [mW]	switching, mW	total [mW]
combinational	0.402	0.134	0.536
clock	0.536	0.380	0.916
sequential	1.24	0.0518	1.30
total	2.18	0.566	2.75
-- layout make-up --
class                      count  area (um2)
tap                          105         131
inverter                       1        3.75
timing repair buffer          73         593
clock inverter                 1        30.0
multi-input combinational     32         405
sequential                    28         701
fill                         859        6310
clock buffer                   3        41.3
-- cells in the mapped netlist --
| cell | instances |
|---|---|
| mux2_4 | 20 |
| inv_1 | 1 |
| dfrtp_1 | 28 |
| buf_12 | 2 |
| conb_1 | 1 |
| mux2_2 | 8 |
| buf_4 | 4 |
| buf_6 | 1 |
-- routing by layer --
layer,global-route usage (%),part of all wire (%),up-vias
met5,0,0,-
met4,0.423,0.32,0
met3,2.23,11,2
met2,7.30,45,34
met1,6.42,44,371
li1,-,-,362
-- logic make-up (layout without fill, tap and decap cells) --
| group | Yosys count | count (layout) | share of synthesized area, % |
|---|---|---|---|
| muxes | 28 | 28 | 33.1 |
| buffers and inverters | 8 | 78 | 7.21 |
| other | 1 | 4 | 0.318 |
| DFF | 28 | 28 | 59.4 |
-- metrics by stage --
step	power (mW)	instances
floorplan	1.52	68
global placement	1.94	232
detailed placement	1.94	232
CTS	2.81	240
global route	2.93	243
finish	2.75	243
-- tightest hold or removal path, stage by stage --
cell	delay [ns]
clkdlybuf4s50_1	0.39
inv_1	0.09
buf_12	0.20
-- timing repair --
action / 4_1_cts / 5_1_grt
pin swaps: 0 / 0
resized: 84 / 2
buffers inserted: 4 / 5
endpoints found under the setup margin: 28 / 30
No activity file was given, so power comes from the tool's default toggle rates.
