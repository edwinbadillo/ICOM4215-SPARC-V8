<file path="./run.sh">
#!/bin/bash
# OpenROAD 26Q1-2900-gdf79404cd8, Yosys 0.63+post, stock flow scripts
make -C /OpenROAD-flow-scripts/flow DESIGN_CONFIG=/design/flow/config.mk WORK_HOME=/design/flow/orfs finish
</file>
<file path="./design.v">
module psr(output reg [31:0] out, input wire [3:0] icc_in, input wire [4:0] cwp_in, input wire [1:0] trap, input wire enable, Clr, Clk);
	initial
		out <= 32'hf6000020;
	always @ (posedge Clk, posedge Clr)
		if (Clr) out <= 32'hf6000020;  
		else if (enable) begin
			out[23:20] <= icc_in; 
			out[4:0]   <= cwp_in;
			if(trap==1) begin  
				out[5] <= 0;  
				out[6] <= out[7];  
				out[7] <= 1;  
			end
			if(trap==2) begin  
				out[5] <= 1;  
				out[6] <= out[7];  
				out[7] <= 0;  
			end
		end
endmodule 
</file>
<file path="./config.mk">
export PLATFORM = sky130hd
export DESIGN_NAME = psr
export DESIGN_NICKNAME = psr
export VERILOG_FILES = /design/flow/design.v
export SDC_FILE = /design/flow/constraint.sdc
export NUM_CORES = 4
export LEC_CHECK = 1
export CORE_AREA = 10 10 70 70
export DIE_AREA = 0 0 80 80
</file>
<file path="./constraint.sdc">
current_design psr

set clk_period 1.0
set clk_io_pct 0.2

create_clock -name clk0 -period $clk_period [get_ports {Clk}]

set non_clock_inputs [all_inputs -no_clocks]
set_input_delay [expr $clk_period * $clk_io_pct] -clock clk0 $non_clock_inputs
set_output_delay [expr $clk_period * $clk_io_pct] -clock clk0 [all_outputs]
</file>
==> CHANGELOG.md <==
### Physical design

* Result of the run: finished with violations
* Failing checks: negative setup slack
* Highest-delay cell along the critical path: sky130_fd_sc_hd__dfstp_2
* Total cells reported by yosys after synthesis at roughly 53
* Logic depth of the worst register-to-register path at 2
* Cell types with the highest counts after synthesis: sky130_fd_sc_hd__buf_4, sky130_fd_sc_hd__dfrtp_1, sky130_fd_sc_hd__mux2_2
* Final Critical Period at 1090 ps
* Port Buffers at 25
* Fraction of layout cells with a size suffix above 1 at 45.5%
* Vertical die dimension at roughly 80 µm
* Number of routed nets with antenna violations at 0
* Chip area estimate from yosys synthesis at 662 µm²
* Reg2Reg Capture Point: out[6]$_DFFE_PP0P_
* Achievable clock frequency at approximately 0.92 GHz
* Initial antenna violation count at 0
* Inserted Clock Buffers at 3
* Detail-routed via count per cell at 3.15
* Cell family with the largest share of critical-path delay: flip-flops
* Cell area reported after detailed placement at around 940 µm²
* Max-Cap Viols at 0
* Post-layout instance area at 922 µm²
* Overflow left after global routing at 0
* Kind of critical path: register to primary output
* Max Slew Vio Count at 0
* Area added between synthesis and finish at 39.3%
* Required time of the critical path at roughly 800 ps
* Area of the placeable core at 3420 µm²
* Mean cell area of the mapped netlist at between 10 and 15 µm²
* Most repeated cell in the gate-level netlist after synthesis: sky130_fd_sc_hd__buf_4
* Area of the die at 6400 µm²
* TritonCTS sink count at 12
* Count of synthesis-stage warnings from yosys at 1
* Clock tree from TritonCTS: yes
* Total of endpoints with negative setup slack in the final report at 1
* Largest cells by area: sky130_fd_sc_hd__dfrtp_1, sky130_fd_sc_hd__buf_4, sky130_fd_sc_hd__mux2_2
* Boundary pin count at 46
* Register bit count reported by yosys at 12
* Bufs and invs on worst path at 1
* Wire length of the first global-routing pass at 2.30 mm
* Die boundary width at 80 µm
* Post-detailed-routing wire length at between 1 and 1.5 mm
* Chain of cells forming the critical path: buf_2
* Post-synthesis instance total at roughly 53
* Share of the synthesized area in the top cell type at 41.6%
* Flip-flop count of the largest register after layout at 12
* Count of library flops with an enable pin at 0
* Smallest hold slack at ~140 ps
* Global-route usage over all layers at approximately 4.4%
* Routability cong. at 0.743
* Clock slew at reported path FFs at 70 ps
* Startpoint of the worst register-to-register path: out[7]$_DFFE_PP0P_
* Ant diodes at 0
* Count of H-tree levels built during CTS at 1
* Yosys cell types at 11
* Class of the tightest hold or removal check: input port to async pin
* Final Hold Violating Endpoints at 0
* Seq/Total Area, Yosys at 45.6%
* Clk buf depth at 2
* Critical Path Sink Type: primary output
* Total vias in the final route at 422
* Clock latency of the later-clocked register in the worst-skew pair at 260 ps
* Largest reg by FF count: out
* Total leakage power at 0.454 nW
* Share of the cycle needed by the critical path after routing at 109%
* Detailed Routing Iterations Pass 1 at 1
* Regs by FF count: out (12)
* Warning total across the stage logs at 28
* CP max stage delay at 530 ps
* Post-route worst setup slack at -86.9 ps
* Floorplan Utilization at about a fifth
* Via count of the first global-routing pass at 487
* Async set-or-reset flop fraction in the synthesized netlist at 100%
* Worst vdd rail ir drop at between 400 and 500 µV
* Kind of launch point of the worst setup path: register
* Minimum setup slack among reg-to-reg paths at 130 ps
* Unrepaired setup endpoints after global routing: true
* Iter 0 DRT Violations at 0
* Root cell of the clock tree: sky130_fd_sc_hd__clkbuf_4
* Post-synthesis cell type with the largest combined area: sky130_fd_sc_hd__dfrtp_1
* DRC errors left at 0
* Worst-path maximum fanout at 2
* Largest net degree at the start of global routing at 10
* Area of the mapped netlist at between 600 and 700 µm²
* Site row count at 21
* Final clock skew at 0.0415 ps
* Most used flip-flop cell: sky130_fd_sc_hd__dfrtp_1
* PD cells at 1250 nW/µm²
* Data arrival time of the critical path at 890 ps
* HPWL after detailed placement at 1.32 mm
* Average routed wire per standard cell at between 10 and 15 µm
-- cells in the final DEF, fill, tap and decap left out --
master                            count
sky130_fd_sc_hd__inv_1                2
sky130_fd_sc_hd__mux2i_1              1
sky130_fd_sc_hd__buf_4                8
sky130_fd_sc_hd__buf_6                1
sky130_fd_sc_hd__dfrtp_1             11
sky130_fd_sc_hd__ha_4                 1
sky130_fd_sc_hd__clkbuf_1             1
sky130_fd_sc_hd__dfstp_2              1
sky130_fd_sc_hd__nor2b_4              1
sky130_fd_sc_hd__buf_2               12
sky130_fd_sc_hd__conb_1              20
sky130_fd_sc_hd__dlygate4sd2_1        1
sky130_fd_sc_hd__inv_4                1
sky130_fd_sc_hd__mux2_2               9
sky130_fd_sc_hd__clkdlybuf4s50_1     10
sky130_fd_sc_hd__clkbuf_2             1
sky130_fd_sc_hd__clkdlybuf4s15_1      1
sky130_fd_sc_hd__clkbuf_4             3
sky130_fd_sc_hd__ha_1                 1
sky130_fd_sc_hd__mux2_4               2
-- worst reg2reg max path, delay by kind of cell (launching register included) --
family | cells | cell delay (ps)
flops | 1 | 380
mux | 1 | 240
buf+inv | 1 | 140
-- metrics by stage --
stage / setup WS, ps / util, % / setup TNS (ps) / power, mW / cells
2_1_floorplan: 1.22 / - / 0 / 0.733 / 71
3_3_place_gp: -524 / 27.6 / -5350 / 0.921 / 128
3_5_place_dp: -541 / 27.6 / -5440 / 0.925 / 128
4_1_cts: -101 / 26.9 / -101 / 1.18 / 133
5_1_grt: -132 / 27.0 / -154 / 1.24 / 134
6_report: -86.9 / 27.0 / -86.9 / 1.15 / 134
-- routing by layer --
layer  share of wire [%]  wire length [µm]  track usage [%]  up-vias
met5                   0                 0                0        -
met4                 1.1                17            0.528        0
met3                  13               186             2.61        3
met2                  46               675             6.74       27
met1                  41               603             5.33      193
li1                    -                 -                -      199
-- layout make-up --
type | instances | area (µm²)
timing repair buffer | 34 | 255
multi-input combinational | 35 | 268
fill | 376 | 2490
sequential | 12 | 302
inverter | 3 | 13.8
tap | 46 | 57.6
clock buffer | 4 | 26.3
-- cells by family after synthesis --
family	share of synthesized area, %
adders and majority gates	3.78
buffers and inverters	26.1
DFF	45.6
muxes	21.4
other	1.13
and+or+nand+nor	2.08
-- worst max path at each step --
stage	start	end	slack [ps]	cells past startpoint
CTS	out[5]$_DFFE_PP1P_	out[5]	-100	1
global route	out[5]$_DFFE_PP1P_	out[5]	-130	1
finish	out[5]$_DFFE_PP1P_	out[5]	-90	1
-- power breakdown --
part	leakage, nW	switching, mW	internal [mW]
clock	0.0150	0.145	0.154
combinational	0.303	0.0804	0.198
sequential	0.136	0.0274	0.550
total	0.454	0.253	0.901
-- timing repair --
item,CTS,global route
buffers inserted,1,1
hold buffers,0,0
pin swaps,0,0
gates resized,42,1
endpoints found under the setup margin,24,5
Power is estimated from default activity; no workload was simulated.
